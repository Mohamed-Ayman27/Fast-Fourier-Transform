File: ./design.v
module Multiplier #(
    parameter DATA_WIDTH = 16
) (
    input wire signed [DATA_WIDTH-1:0] in1, in2,
    output wire signed [2*DATA_WIDTH-1:0] out
);
  assign out = in1*in2;
endmodule
module delay_unit #(parameter DATA_WIDTH=32 )
(
input clk,
input reset,
input  [DATA_WIDTH-1:0] in_data,
output reg  [DATA_WIDTH-1:0] out_data
);
always @ (posedge clk, negedge reset )begin
  if(!reset) begin
    out_data<='b0;
  end
  else begin
    out_data<= in_data;
  end
end
endmodule
module Complex_Multiplier #(
    parameter INTEGER_SIZE = 8,
                FRACT_SIZE = 8
) (
    input   wire                                clk, rst,
    input   wire    signed  [INTEGER_SIZE+FRACT_SIZE-1:0]    in1_r,in1_i,
    input   wire    signed  [INTEGER_SIZE+FRACT_SIZE-1:0]    in2_r,in2_i,
    output  wire    signed  [INTEGER_SIZE+FRACT_SIZE-1:0]    out_r,out_i
);
localparam DATA_WIDTH = INTEGER_SIZE+FRACT_SIZE ;
wire signed [2*DATA_WIDTH-1:0] prod1, prod2, prod3, prod4;
wire signed [2*DATA_WIDTH-1:0] prod1_seq, prod2_seq, prod3_seq, prod4_seq;
wire signed [DATA_WIDTH-1:0]   out_r_comb, out_i_comb;
wire signed [DATA_WIDTH-1:0]   temp1, temp2,temp3,temp4;
assign temp1=prod1_seq>>FRACT_SIZE;
assign temp2=prod2_seq>>FRACT_SIZE;
assign temp3=prod3_seq>>FRACT_SIZE;
assign temp4=prod4_seq>>FRACT_SIZE;
assign out_r_comb = (temp1 - temp2); 
assign out_i_comb = (temp3 + temp4);
Multiplier #(.DATA_WIDTH(DATA_WIDTH)) M0 (.in1(in1_r), .in2(in2_r), .out(prod1));
Multiplier #(.DATA_WIDTH(DATA_WIDTH)) M1 (.in1(in1_i), .in2(in2_i), .out(prod2));
Multiplier #(.DATA_WIDTH(DATA_WIDTH)) M2 (.in1(in1_r), .in2(in2_i), .out(prod3));
Multiplier #(.DATA_WIDTH(DATA_WIDTH)) M3 (.in1(in2_r), .in2(in1_i), .out(prod4));
delay_unit #(.DATA_WIDTH(2*DATA_WIDTH)) D1 (.clk(clk), .reset(rst), .in_data(prod1), .out_data(prod1_seq));
delay_unit #(.DATA_WIDTH(2*DATA_WIDTH)) D2 (.clk(clk), .reset(rst), .in_data(prod2), .out_data(prod2_seq));
delay_unit #(.DATA_WIDTH(2*DATA_WIDTH)) D3 (.clk(clk), .reset(rst), .in_data(prod3), .out_data(prod3_seq));
delay_unit #(.DATA_WIDTH(2*DATA_WIDTH)) D4 (.clk(clk), .reset(rst), .in_data(prod4), .out_data(prod4_seq));
delay_unit #(.DATA_WIDTH(DATA_WIDTH)) D5_r (.clk(clk), .reset(rst), .in_data(out_r_comb), .out_data(out_r));
delay_unit #(.DATA_WIDTH(DATA_WIDTH)) D5_i (.clk(clk), .reset(rst), .in_data(out_i_comb), .out_data(out_i));
endmodule
File: ./run.sh
#!/bin/bash
# OpenROAD 26Q1-2900-gdf79404cd8, Yosys 0.63+post, stock flow scripts
make -C /OpenROAD-flow-scripts/flow DESIGN_CONFIG=/design/flow/config.mk WORK_HOME=/design/flow/orfs finish
File: ./constraint.sdc
current_design Complex_Multiplier

set clk_period 10.6
set clk_io_pct 0.2

create_clock -name clk0 -period $clk_period [get_ports {clk}]

set non_clock_inputs [all_inputs -no_clocks]
set_input_delay [expr $clk_period * $clk_io_pct] -clock clk0 $non_clock_inputs
set_output_delay [expr $clk_period * $clk_io_pct] -clock clk0 [all_outputs]
File: ./config.mk
export PLATFORM = sky130hd
export DESIGN_NAME = Complex_Multiplier
export DESIGN_NICKNAME = Complex_Multiplier
export VERILOG_FILES = /design/flow/design.v
export SDC_FILE = /design/flow/constraint.sdc
export NUM_CORES = 4
export LEC_CHECK = 1
export CORE_UTILIZATION = 40
==> flow_results.xml <==
<?xml version="1.0" encoding="UTF-8"?>
<metrics>
  <group name="final_timing">
    <metric name="timing.final.setup_violations" unit="">0</metric>
    <metric name="slew_headroom" unit="%">48.6</metric>
    <metric name="report.final.slew_viol_count" unit="">0</metric>
    <metric name="hold_violations" unit="">0</metric>
    <metric name="final.hold.worst_slack" unit="ns">0.492</metric>
    <metric name="setup_repair_after_global_routing_missed_its_margin" unit="">no</metric>
    <metric name="finalClockSkew" unit="ns">0.00794</metric>
    <metric name="min_period" unit="ns">8.14</metric>
    <metric name="finalClockPeriodUsage" unit="%">76.8</metric>
    <metric name="setup_tns" unit="ns">0</metric>
    <metric name="timing.final.ws_setup" unit="ns">2.46</metric>
    <metric name="tightest_slew" unit="ns">0.769</metric>
    <metric name="max_freq" unit="MHz">123</metric>
  </group>
  <group name="synth">
    <metric name="synth-edff-count" unit="">0</metric>
    <metric name="ys_cells" unit="">3711</metric>
    <metric name="avgSynthCellArea" unit="um2">9.06</metric>
    <metric name="yosysUniqueCellTypes" unit="">63</metric>
    <metric name="synth-async-reset-ratio" unit="%">100</metric>
    <metric name="synth_chip_area" unit="mm2">0.0336</metric>
    <metric name="synth-seq-cells" unit="">96</metric>
    <metric name="synth_warnings" unit="">2</metric>
    <metric name="synthCells" unit="">3711</metric>
    <metric name="synth_largest_type_area_fraction" unit="%">44.4</metric>
    <metric name="seq_area_frac_synth" unit="%">7.15</metric>
    <metric name="yosys.area.top_type" unit="">sky130_fd_sc_hd__fa_1</metric>
    <metric name="top_reg_cell_synth" unit="">sky130_fd_sc_hd__dfrtp_1</metric>
    <metric name="cells_taking_the_most_area_after_synthesis" unit="">sky130_fd_sc_hd__fa_1 (44%), sky130_fd_sc_hd__ha_1 (12%), sky130_fd_sc_hd__inv_1 (11%)</metric>
    <metric name="syn-cell-area" unit="mm2">0.0336</metric>
  </group>
  <group name="die">
    <metric name="core" unit="mm2">0.0826</metric>
    <metric name="die_h" unit="um">292</metric>
    <metric name="dieWidth" unit="um">292</metric>
    <metric name="dieArea" unit="mm2">0.0852</metric>
    <metric name="io_pins" unit="">98</metric>
    <metric name="core_util_floorplan" unit="%">40.7</metric>
    <metric name="std_cell_rows" unit="">105</metric>
  </group>
  <group name="cells_and_area">
    <metric name="drive_above_1_share" unit="%">2.98</metric>
    <metric name="most-common-layout-cells" unit="">sky130_fd_sc_hd__inv_1 (1009), sky130_fd_sc_hd__fa_1 (746), sky130_fd_sc_hd__and2_1 (452)</metric>
    <metric name="finalCoreUtilization" unit="%">43.7</metric>
    <metric name="final_design_area_no_fill" unit="mm2">0.0361</metric>
    <metric name="area.growth.synth_to_final" unit="%">7.47</metric>
    <metric name="stdcell_count" unit="">4794</metric>
    <metric name="final_common_cell" unit="">sky130_fd_sc_hd__inv_1</metric>
  </group>
  <group name="grt">
    <metric name="via_count_of_the_first_global_routing_pass" unit="">24100</metric>
    <metric name="antenna_found_initial" unit="">0</metric>
    <metric name="grtUsageTotal" unit="%">19.8</metric>
    <metric name="grt_max_degree" unit="">51</metric>
    <metric name="global_route_wire_length_before_repair" unit="mm">126</metric>
    <metric name="grt_overflow" unit="">0</metric>
  </group>
  <group name="route">
    <metric name="detailedRoute.firstIterationViolations" unit="">710</metric>
    <metric name="wire_per_inst" unit="um">15.2</metric>
    <metric name="detail-route-antenna-nets" unit="">0</metric>
    <metric name="vias_after_detailed_routing" unit="">22500</metric>
    <metric name="post_drt_via_cell_ratio" unit="">4.70</metric>
    <metric name="drt-pass1-iter-count" unit="">4</metric>
    <metric name="n_antenna_cell" unit="">0</metric>
    <metric name="drc" unit="">0</metric>
    <metric name="routed_wire_length" unit="mm">72.8</metric>
  </group>
  <group name="place">
    <metric name="detailedPlace.worstSlack" unit="ns">2.11</metric>
    <metric name="postPlaceCellArea" unit="mm2">0.0358</metric>
    <metric name="numPortBuffers" unit="">97</metric>
    <metric name="finalWeightedCongestion" unit="">0.870</metric>
    <metric name="detailed_place_hpwl" unit="mm">57.1</metric>
    <metric name="numPlacedInstances" unit="">4778</metric>
  </group>
  <group name="hold_path">
    <metric name="hold_class" unit="">flip-flop to flip-flop</metric>
    <metric name="hold_path.startpoint" unit="">D3.out_data[8]</metric>
  </group>
  <group name="clock_tree">
    <metric name="post_cts.resized_instances" unit="">0</metric>
    <metric name="postCtsHoldBufs" unit="">0</metric>
    <metric name="cts_post_setup_buffers_inserted" unit="">0</metric>
    <metric name="clock-root-buffer" unit="">sky130_fd_sc_hd__clkbuf_16</metric>
    <metric name="max-clock-path-buffers" unit="">2</metric>
    <metric name="clock_insertion_delay_at_the_later_pin_of_the_skew_report" unit="ns">0.39</metric>
    <metric name="cts.sinks" unit="">96</metric>
    <metric name="clock_tree.htree_level_count" unit="">3</metric>
    <metric name="worst_setup_hold_path_clk_slew" unit="ns">0.08</metric>
    <metric name="cts_inserted_buffers" unit="">9</metric>
    <metric name="cts_tree" unit="">built</metric>
  </group>
  <group name="critical_path">
    <metric name="worstSetupStartpointType" unit="">primary input</metric>
    <metric name="critPathKind" unit="">primary input to flip-flop</metric>
    <metric name="timing.critical_path.fanout_max" unit="">20</metric>
    <metric name="timing.rr.start" unit="">D2.out_data[8]</metric>
    <metric name="worstPathRequired" unit="ns">10.92</metric>
    <metric name="timing.critical_path.to_type" unit="">flip-flop</metric>
    <metric name="critPathLaunch" unit="">in1_r[5]</metric>
    <metric name="worst-endpoint-arrival" unit="ns">8.46</metric>
  </group>
  <group name="job">
    <metric name="max-cap-violations" unit="">0</metric>
    <metric name="warning_count" unit="">25</metric>
  </group>
  <group name="run_status">
    <metric name="outcome" unit="">finished, final reports clean</metric>
  </group>
</metrics>
## synthesized netlist by cell type, types with 3 or more instances
cell type	number
sky130_fd_sc_hd__o21ai_0	15
sky130_fd_sc_hd__o21bai_1	8
sky130_fd_sc_hd__xnor2_1	135
sky130_fd_sc_hd__o21ai_2	4
sky130_fd_sc_hd__a21o_1	9
sky130_fd_sc_hd__a31oi_1	4
sky130_fd_sc_hd__nand2_1	436
sky130_fd_sc_hd__nand3_1	15
sky130_fd_sc_hd__dfrtp_1	96
sky130_fd_sc_hd__o21ai_1	4
sky130_fd_sc_hd__nand2b_1	18
sky130_fd_sc_hd__clkbuf_1	166
sky130_fd_sc_hd__ha_1	310
sky130_fd_sc_hd__o211ai_1	4
sky130_fd_sc_hd__nor3_1	20
sky130_fd_sc_hd__o2111ai_1	3
sky130_fd_sc_hd__inv_1	1009
sky130_fd_sc_hd__nand4_1	8
sky130_fd_sc_hd__nor2b_1	15
sky130_fd_sc_hd__nor3b_1	3
sky130_fd_sc_hd__and3_1	4
sky130_fd_sc_hd__o21a_1	15
sky130_fd_sc_hd__nor2_1	75
sky130_fd_sc_hd__xor2_1	34
sky130_fd_sc_hd__or2_2	3
sky130_fd_sc_hd__and2_1	452
sky130_fd_sc_hd__fa_1	746
sky130_fd_sc_hd__or3_1	9
sky130_fd_sc_hd__a21oi_1	38
sky130_fd_sc_hd__a211oi_1	11
## routing by layer
layer | vias to the layer above | track usage, % | share of wire, %
met3 | 51 | 5.66 | 7.2
met5 | - | 0 | 0
met2 | 669 | 28.6 | 44
li1 | 10600 | - | -
met1 | 11200 | 31.8 | 46
met4 | 0 | 3.48 | 2.4
## state kept, by name, summed over array words and instances (netlist names)
register       cells
D5_r.out_data     16
D1.out_data       16
D5_i.out_data     16
D4.out_data       16
D2.out_data       16
D3.out_data       16
## cell type report
class,instances,area [um2]
tap,1070,1340
multi-input combinational,2438,26800
fill,7945,46500
clock inverter,7,101
clock buffer,9,225
sequential,96,2400
timing repair buffer,165,1480
inverter,1009,3790
## final timing paths
check                                    end  slack, ns  cells past startpoint
max                          D1.out_data[23]       2.46                     21
min                         D5_i.out_data[0]       0.49                      1
min in group asynchronous    D1.out_data[22]       1.79                      1
max reg2reg                D5_r.out_data[14]       7.87                     10
min reg2reg                 D5_i.out_data[0]       0.49                      1
max in group asynchronous    D4.out_data[10]       7.67                      2
## critical path: stages
cell                              delay (ns)
sky130_fd_sc_hd__clkdlybuf4s50_1        0.96
sky130_fd_sc_hd__buf_4                  0.41
sky130_fd_sc_hd__nand2_1                0.11
sky130_fd_sc_hd__fa_1                   0.48
sky130_fd_sc_hd__inv_1                  0.05
sky130_fd_sc_hd__fa_1                   0.49
sky130_fd_sc_hd__inv_1                  0.05
sky130_fd_sc_hd__fa_1                   0.54
sky130_fd_sc_hd__inv_1                  0.05
sky130_fd_sc_hd__fa_1                   0.45
sky130_fd_sc_hd__fa_1                   0.49
sky130_fd_sc_hd__inv_1                  0.05
sky130_fd_sc_hd__fa_1                   0.47
sky130_fd_sc_hd__inv_1                  0.04
sky130_fd_sc_hd__ha_1                   0.30
sky130_fd_sc_hd__nor2b_1                0.15
sky130_fd_sc_hd__or2_2                  0.29
sky130_fd_sc_hd__o211ai_2               0.28
sky130_fd_sc_hd__a211oi_2               0.16
sky130_fd_sc_hd__or3_1                  0.39
sky130_fd_sc_hd__nand4_1                0.09
## kinds of logic (layout without fill, tap and decap cells)
logic type	count (synthesis)	in the layout	synth area share, %
buffers and inverters	1177	1190	13.1
and+or+nand+nor	1069	1069	16.0
adders and majority gates	1056	1056	56.0
xor gates and xnor gates	170	170	4.47
AOI/OAI and AO/OA	143	143	3.25
DFF	96	96	7.15
